`flow/design.v`:
```
module UART(
    input            clk,
    input            rstn,
    input            rx,
    output reg       tx,
    output reg [7:0] r_data,
    output reg       r_valid,
    input      [7:0] t_data,
    input            t_valid,
    output wire      t_ready
);
reg rx1,
    rx2,
    rx3,
    rxx;
reg rx_delay;
wire rx_change;
reg [13:0] rx_cnt;
wire rx_en;
reg recieve_valid;
reg [3:0] r_data_cnt;
reg [7:0] tx_data;
reg tran_valid;
reg [3:0] tran_cnt;
always @(posedge clk) begin
    rx1 <= rx;
    rx2 <= rx1;
    rx3 <= rx2;
    rxx <= rx3;
end
always @(posedge clk) begin
    rx_delay <= rxx;
end
assign rx_change = rxx ^ rx_delay;
always @(posedge clk or negedge rstn) begin
    if (rstn == 1'b0)
        rx_cnt <= 14'b0;
    else if (rx_change | (rx_cnt == 14'd2603))
        rx_cnt <= 14'b0;
    else
        rx_cnt <= rx_cnt + 1'b1;
end
assign rx_en = rx_cnt == 14'd1301;
always @(posedge clk or negedge rstn) begin
    if (rstn == 1'b0)
        recieve_valid <= 1'b0;
    else if (rx_en & (~rxx) & (~recieve_valid))
        recieve_valid <= 1'b1;
    else if (recieve_valid & (r_data_cnt == 4'h9) & rx_en)
        recieve_valid <= 1'b0;
    else;
end
always @(posedge clk or negedge rstn) begin
    if (rstn == 1'b0)
        r_data_cnt <= 4'b0;
    else if (recieve_valid)
        if (rx_en)
            r_data_cnt <= r_data_cnt + 1'b1;
        else;
    else
        r_data_cnt <= 4'b0;
end
always @(posedge clk or negedge rstn) begin
    if (rstn == 1'b0)
        r_data <= 8'b0;
    else if (recieve_valid & rx_en & (~r_data_cnt[3]))
        r_data[r_data_cnt] <= rxx;
    else;
end
always @(posedge clk or negedge rstn) begin
    if (rstn == 1'b0)
        r_valid <= 1'b0;
    else
        r_valid <= recieve_valid & rx_en & (r_data_cnt == 4'd9);
end
always @(posedge clk or negedge rstn) begin
    if (rstn == 1'b0)
        tx_data <= 8'b0;
    else if (t_valid & t_ready)
        tx_data <= t_data;
    else;
end
always @(posedge clk or negedge rstn) begin
    if (rstn == 1'b0)
        tran_valid <= 1'b0;
    else if (t_valid)
        tran_valid <= 1'b1;
    else if (t_valid & rx_en & (tran_cnt == 4'd10))
        tran_valid <= 1'b0;
    else;
end
always @(posedge clk or negedge rstn) begin
    if (rstn == 1'b0)
        tran_cnt <= 4'b0;
    else if (tran_valid)
        if (rx_en)
            tran_cnt <= tran_cnt + 1'b1;
        else;
    else
        tran_cnt <= 4'b0;
end
always @(posedge clk or negedge rstn) begin
    if (rstn == 1'b0)
        tx <= 1'b1;
    else if (tran_valid)
        if (rx_en)
            case (tran_cnt)
                4'd0 : tx <= 1'b0;
                4'd1 : tx <= tx_data[0];
                4'd2 : tx <= tx_data[1];
                4'd3 : tx <= tx_data[2];
                4'd4 : tx <= tx_data[3];
                4'd5 : tx <= tx_data[4];
                4'd6 : tx <= tx_data[5];
                4'd7 : tx <= tx_data[6];
                4'd8 : tx <= tx_data[7];
                4'd9 : tx <= ^tx_data;
                4'd10 : tx <= 1'b1;
                default : tx <= 1'b1;
            endcase
        else;
    else
        tx <= 1'b1;
end
assign t_ready = ~tran_valid;
endmodule  
```
`flow/run.sh`:
```
#!/bin/bash
# OpenROAD 26Q1-2900-gdf79404cd8, Yosys 0.63+post, stock flow scripts
make -C /OpenROAD-flow-scripts/flow DESIGN_CONFIG=/design/flow/config.mk WORK_HOME=/design/flow/orfs finish
```
`flow/config.mk`:
```
export PLATFORM = sky130hd
export DESIGN_NAME = UART
export DESIGN_NICKNAME = UART
export VERILOG_FILES = /design/flow/design.v
export SDC_FILE = /design/flow/constraint.sdc
export NUM_CORES = 4
export LEC_CHECK = 1
export CORE_UTILIZATION = 30
```
`flow/constraint.sdc`:
```
current_design UART

set clk_period 4.0
set clk_io_pct 0.2

create_clock -name clk0 -period $clk_period [get_ports {clk}]

set non_clock_inputs [all_inputs -no_clocks]
set_input_delay [expr $clk_period * $clk_io_pct] -clock clk0 $non_clock_inputs
set_output_delay [expr $clk_period * $clk_io_pct] -clock clk0 [all_outputs]
```
==> changes_impl.md <==
### Changed

* Status: completed
* Ys flops at 47
* Antenna viol nets, final at 0
* Routed len/inst at 11.9 um
* CTS tree: done
* Late-Pin Clk Latency at 0.30 ns
* Inserted Clock Buffers at 5
* Final Hold Vio Count at 0
* Average size of a mapped cell at 10.7 um^2
* H-tree depth at 2
* RSZ-0062 raised after global routing: false
* Sw power at 212 uW
* Mapped Cells at 216
* Post-detail-place hpwl at 2.74 mm
* Critical Path Start Type: register
* # Post-CTS Setup Buffers at 0
* Count leader, synth: dfrtp_1
* GPL Wtd Cong at 0.854
* Num Clock Sinks at 47
* Cell area leaders: dfrtp_1, ha_1, xnor2_1
* Final clock skew at 0.00487 ns
* # hold bufs at CTS at 0
* DRC at 0
* Log Warnings at 34
* Max Cap Violations at 0
* Hold Crit Class: register to register
* Largest net degree at the start of global routing at 43
* Post-layout min period at 2.23 ns
* Cell taking the most area after synthesis: dfrtp_1
* Die height at 89.6 um
* Antenna cell count at 0
* Seq/Total Area, Yosys at 0.500
* Area reported by Yosys stat at 2300 um^2
* Tot Pwr at 996 uW
* Hold Startpoint: rx2
* Ys Warns at 1
* Crit path launch: rx_cnt[7]
* FP Rows at 31
* Post-synthesis cell area at 2300 um^2
* IO Pins at 23
* Port Buf Inserts at 22
* Top cells by count: dfrtp_1, nor2_1, xnor2_1, ha_1, xor2_1
* Crit share post-route at 0.558
* Global router's overall resource usage at 0.113
* Clock slew at the register clock pins of the worst setup and hold paths at 0.08 ns
* Core Footprint at 7330 um^2
* Least-Margin Pin Slew at 0.645 ns
* Leakage at 0.00114 uW
* Flip-flops with a built-in enable at 0
* Max Fclk at 448 MHz
* DRT Pass-1 Iters at 4
* Fp_density at 0.314
* Area leader share at 0.445
* Worst Path Arrival at 2.42 ns
* Int Pwr at 785 uW
* Power per cell area at 360 nW/um^2
* Final tally of setup violations at 0
* Syn-to-layout area delta at 20.2%
* Crit path required time at 4.19 ns
* Vias in the first global route at 1507
* Slew HR at 0.569
* Unique cell types at 37
* Routed via count at 1572
* Root Driver: clkbuf_8
* Clock power share at 0.410
* Post-synth top flop: dfrtp_1
* Type of the worst setup path: register to register
* Seq pwr share at 0.513
* Layout cells sized above 1 at 0.116
* Die Size at 8030 um^2
* Grt ovf at 0
* Comb pwr share at 0.077
* Clock buffer depth at 2
* Setup TNS at 0 ns
* Pins over their slew limit at 0
* Worst setup EP type: register
* Yosys cell count at 216
* Final wirelength at 4.07 mm
* Avg Vias per Cell at 4.61
* Initial antenna violation count at 0
* First-pass GRT wire length at 6.96 mm
* 1st-iter DRT viols at 58
* Switch share at 0.213
* # resized after CTS at 0
* Max IR drop VDD at 0.000149 V
* Reg2reg start: rx_cnt[7]
* Share of flip-flops with an asynchronous set or reset at 0.894
* Max Fanout on Critical Path at 15
* Die X at 89.6 um
## metrics by stage
step	cell area, um^2	hold slack, ns	worst slack (ns)	util	std cells
CTS	2770	0.334	1.75	0.378	341
detailed placement	2630	0.312	1.66	0.359	333
global placement	2630	0.310	1.67	0.359	333
global route	2770	0.344	1.62	0.378	341
finish	2770	0.332	1.77	0.378	341
floorplan	2300	0.310	1.90	-	216
## power groups by stage
stage	registers (uW)	logic [uW]	clock network, uW
4_1_cts	511	79.7	424
5_1_grt	514	88.7	443
6_report	511	77.0	408
## cells in the final DEF, fill, tap and decap left out, drive strengths merged, types with 5 or more instances in the layout
master,n
dfrtp,41
nor2,28
clkdlybuf4s50,21
xnor2,14
xor2,12
ha,12
inv,11
o21ai,11
nand2,10
mux2,10
nand3,7
nand4,6
a21oi,5
clkbuf,5
dfxtp,5
## final timing paths
| kind | slack [ns] | end | depth (start not counted) |
|---|---|---|---|
| setup / recovery | 1.77 | r_data[4] | 6 |
| hold / removal | 0.33 | rx3 | 0 |
| setup reg to reg | 1.77 | r_data[4] | 6 |
| hold reg to reg | 0.33 | rx3 | 0 |
| max in group asynchronous | 3.08 | tx | 2 |
| min in group asynchronous | 0.56 | r_data[7] | 2 |
## worst max-delay path, stage by stage (launching register included)
cell     delay [ns]
dfrtp_1        0.43
or4_4          0.55
nor4_4         0.27
buf_4          0.25
nand3_2        0.15
nor3_2         0.14
mux2_1         0.33
## logic make-up (layout without fill, tap and decap cells)
family	Yosys count	after routing	share of synthesized area
xor gates and xnor gates	26	26	0.0989
buffers and inverters	18	44	0.0326
DFF	47	47	0.500
and+or+nand+nor	77	77	0.182
adders and majority gates	12	12	0.0652
AOI/OAI and AO/OA	24	24	0.0636
muxes	12	12	0.0576
## state kept, by name, summed over array words and instances, names as in the netlist, 4 cells and up
name and count:
r_data 8, r_data_cnt 4, rx_cnt 14, tran_cnt 4
tx_data 8
## area by class of cell
class | count | area, um^2
sequential | 47 | 1150
fill | 712 | 4560
clock buffer | 5 | 68.8
clock inverter | 3 | 67.6
multi-input combinational | 151 | 1080
timing repair buffer | 25 | 238
tap | 99 | 124
inverter | 11 | 41.3
## metal layers
metal / share of wire / track usage / up-vias
li1: - / - / 786
met1: 0.53 / 0.181 / 743
met2: 0.40 / 0.163 / 34
met3: 0.043 / 0.0222 / 9
met4: 0.020 / 0.0245 / 0
met5: 0 / 0 / -
No activity file was given, so power comes from the tool's default toggle rates.
